==> flow/design.v <==
module ivn_top (
    input clk,
    input reset,
    input [3:0] lane,
    input s,
    input s_valid,
    output [5:0] s_vn,
    output [5:0] s_vn_valid
);
    wire [5:0] s_store;
    wire [5:0] s_valid_store;
    wire [5:0] s_load;
    wire [5:0] s_valid_load;
    reg [3:0] reg_lane;
    reg [3:0] current_lane;
    reg wen;
    reg load;
    parameter WAIT = 2'd0;
    parameter STORE = 2'd1;
    parameter LOAD = 2'd2;
    reg [1:0] state;
    reg [1:0] next_state;
    always @(*) begin
        case(state) 
        WAIT: begin
            wen = 1'b0;
            load = 1'b0;
            if (current_lane != lane) begin
                next_state = STORE;
            end else begin
                next_state = WAIT;
            end
        end
        STORE: begin
            reg_lane = current_lane;
            wen = 1'b1;
            load = 1'b0;
            next_state = LOAD;
        end
        LOAD: begin
            reg_lane = lane;
            wen = 1'b0;
            load = 1'b1;
            next_state = WAIT;
        end
        endcase
    end
    always @(posedge clk) begin
        if (reset) begin
            state <= WAIT;
            current_lane <= 0;
        end else begin
            state <= next_state;
            if (state == LOAD) begin
                current_lane <= lane;
            end
        end 
    end 
    ivn_register ivn_reg(.clk(clk), .reset(reset), .wen(wen), .lane(reg_lane), .s_store(s_store), .s_valid_store(s_valid_store),
    .s_load(s_load), .s_valid_load(s_valid_load)
    );
    ivn_logic shared_logic(.clk(clk), .reset(reset), .load(load), .s_load(s_load), .s_valid_load(s_valid_load),
    .s(s), .s_valid(s_valid), .s_vn(s_vn), .s_vn_valid(s_vn_valid), .s_store(s_store), .s_valid_store(s_valid_store)
    );
endmodule
module ivn_register (
    input clk,
    input reset,
    input wen,
    input [3:0] lane,
    input [5:0] s_store,
    input [5:0] s_valid_store,
    output [5:0] s_load,
    output [5:0] s_valid_load
);
    reg [11:0] registers [15:0];
    assign s_load = registers[lane][5:0];
    assign s_valid_load = registers[lane][11:6];
    always@(posedge clk) begin
        if (reset) begin
            registers[0] <= 0;
            registers[1] <= 0;
            registers[2] <= 0;
            registers[3] <= 0;
            registers[4] <= 0;
            registers[5] <= 0;
            registers[6] <= 0;
            registers[7] <= 0;
            registers[8] <= 0;
            registers[9] <= 0;
            registers[10] <= 0;
            registers[11] <= 0;
            registers[12] <= 0;
            registers[13] <= 0;
            registers[14] <= 0;
            registers[15] <= 0;
        end
        if (wen) begin
            registers[lane][5:0] <= s_store;
            registers[lane][11:6] <= s_valid_store;
        end
    end
endmodule
module ivn_logic (
    input clk,
    input reset,
    input load,
    input [5:0] s_load,
    input [5:0] s_valid_load,
    input s,
    input s_valid,
    output [5:0] s_store,
    output [5:0] s_valid_store,
    output [5:0] s_vn,
    output [5:0] s_vn_valid
);
    wire [2:0] s_xor;
    wire [2:0] s_xor_valid;
    wire [2:0] s_r;
    wire [2:0] s_r_valid;
    reg [5:0] s_in;
    reg [5:0] s_valid_in;
    always @(*) begin
        if (load) begin
            s_in = s_load;
            s_valid_in = s_valid_load;
        end else begin
            s_in[0] = s;
            s_valid_in[0] = s_valid;
            s_in[1] = s_xor[0];
            s_valid_in[1] = s_xor_valid[0];
            s_in[2] = s_r[0];
            s_valid_in[2] = s_r_valid[0];
            s_in[3] = s_xor[1];
            s_valid_in[3] = s_xor_valid[1];
            s_in[4] = s_r[1];
            s_valid_in[4] = s_r_valid[1];
            s_in[5] = s_xor[2];
            s_valid_in[5] = s_xor_valid[2];
        end
    end
    ivn_pe pe0(.clk(clk), .reset(reset), .s(s_in[0]), .s_valid(s_valid_in[0]),
    .s_vn(s_vn[0]), .s_vn_valid(s_vn_valid[0]), .s_xor(s_xor[0]), .s_xor_valid(s_xor_valid[0]),
    .s_r(s_r[0]), .s_r_valid(s_r_valid[0]), .s_store(s_store[0]), .s_valid_store(s_valid_store[0]));
    ivn_pe pe1(.clk(clk), .reset(reset), .s(s_in[1]), .s_valid(s_valid_in[1]),
    .s_vn(s_vn[1]), .s_vn_valid(s_vn_valid[1]), .s_xor(s_xor[1]), .s_xor_valid(s_xor_valid[1]),
    .s_r(s_r[1]), .s_r_valid(s_r_valid[1]), .s_store(s_store[1]), .s_valid_store(s_valid_store[1]));
    ivn_pe pe2(.clk(clk), .reset(reset), .s(s_in[2]), .s_valid(s_valid_in[2]),
    .s_vn(s_vn[2]), .s_vn_valid(s_vn_valid[2]), .s_xor(s_xor[2]), .s_xor_valid(s_xor_valid[2]),
    .s_r(s_r[2]), .s_r_valid(s_r_valid[2]), .s_store(s_store[2]), .s_valid_store(s_valid_store[2]));
    ivn_pe pe3(.clk(clk), .reset(reset), .s(s_in[3]), .s_valid(s_valid_in[3]),
    .s_vn(s_vn[3]), .s_vn_valid(s_vn_valid[3]), .s_xor(), .s_xor_valid(),
    .s_r(), .s_r_valid(), .s_store(s_store[3]), .s_valid_store(s_valid_store[3]));
    ivn_pe pe4(.clk(clk), .reset(reset), .s(s_in[4]), .s_valid(s_valid_in[4]),
    .s_vn(s_vn[4]), .s_vn_valid(s_vn_valid[4]), .s_xor(), .s_xor_valid(),
    .s_r(), .s_r_valid(), .s_store(s_store[4]), .s_valid_store(s_valid_store[4]));
    ivn_pe pe5(.clk(clk), .reset(reset), .s(s_in[5]), .s_valid(s_valid_in[5]),
    .s_vn(s_vn[5]), .s_vn_valid(s_vn_valid[5]), .s_xor(), .s_xor_valid(),
    .s_r(), .s_r_valid(), .s_store(s_store[5]), .s_valid_store(s_valid_store[5]));
endmodule
module ivn_pe (
    input clk,
    input reset,
    input s,
    input s_valid,
    output s_vn,
    output s_vn_valid,
    output s_xor,
    output s_xor_valid,
    output s_r,
    output s_r_valid, 
    output s_store,
    output s_valid_store
);
    reg s_reg;
    reg s_valid_reg;
    assign s_store = s_reg;
    assign s_valid_store = s_valid_reg;
    assign s_vn = s_reg;
    assign s_vn_valid = (s_valid_reg && s_valid) && (s_reg !=s);
    assign s_xor = s_reg ^ s;
    assign s_xor_valid = s_valid_reg && s_valid;
    assign s_r = s_reg;
    assign s_r_valid = (s_valid_reg && s_valid) && (s_reg ==s);
    always@(posedge clk) begin
        if (reset) begin
            s_reg <= 0;
            s_valid_reg <= 0;
        end else begin
            s_reg <= s;
            s_valid_reg <= s_valid;
        end
    end
endmodule
==> flow/run.sh <==
#!/bin/bash
# OpenROAD 26Q1-2900-gdf79404cd8, Yosys 0.63+post, stock flow scripts
make -C /OpenROAD-flow-scripts/flow DESIGN_CONFIG=/design/flow/config.mk WORK_HOME=/design/flow/orfs finish
==> flow/config.mk <==
export PLATFORM = sky130hd
export DESIGN_NAME = ivn_top
export DESIGN_NICKNAME = ivn_top
export VERILOG_FILES = /design/flow/design.v
export SDC_FILE = /design/flow/constraint.sdc
export NUM_CORES = 4
export LEC_CHECK = 1
export CORE_UTILIZATION = 40
==> flow/constraint.sdc <==
current_design ivn_top

set clk_period 3.6
set clk_io_pct 0.2

create_clock -name clk0 -period $clk_period [get_ports {clk}]

set non_clock_inputs [all_inputs -no_clocks]
set_input_delay [expr $clk_period * $clk_io_pct] -clock clk0 $non_clock_inputs
set_output_delay [expr $clk_period * $clk_io_pct] -clock clk0 [all_outputs]
==> run_results.csv <==
group,metric,value,unit
worst_setup_path,path_cells,"mux4_2, a2bb2oi_1, a211oi_1, o21a_1, o221a_1, clkdlybuf4s50_1",
routing,route.detailed.drc,0,
synth,ys_sh_xor,1.23,%
synth,synth_cells,687,
worst_setup_path,crit_type,"flip-flop to output pin",
worst_setup_path,worstPathArrival,2790,ps
synth,netlist-cell-type-count,46,
synth,fa_ha_area_share,0.376,%
grt,grt-ovfl-total,0,
place,place.gp.congestion,0.893,
routing,wl_per_cell,22.1,um
final_timing,slew_headroom,41.9,%
floorplanning,die_w,160,um
floorplanning,die-area,0.0256,sq mm
synth,ys_top_logic_family,"simple AND/OR/NAND/NOR gates",
synth,synth_top_cell_by_area,"edfxtp_1",
final_timing,fin_crit,3510,ps
synth,edf_count,192,
job,maxCapViolCount,0,
grt,antenna_found_initial,0,
final_timing,max_freq,0.285,GHz
power,ir_drop,0.291,mV
final_layout,final_common_cell,"edfxtp_1",
grt,grt_usage,19.7,%
final_layout,syn_to_final_growth,11.5,%
final_timing,untimed_endpoints,7,
place,post-place-ws,129,ps
floorplanning,fp_util,41.0,%
cts,clkLatencyLatePin,520,ps
routing,drtIter0Drc,411,
worst_setup_path,critical-path-slowest-cell,"mux4_2",
cts,clockBufferDepth,3,
final_timing,period_used_share,97.6,%
final_timing,holdWs,632,ps
final_timing,worst_slew_pin_slew,868,ps
synth,post_synth_ao_oa_area_fraction,2.22,%
final_layout,final_layout_size_suffix_gt1_share,17.3,%
routing,ant_nets,0,
synth,synthFlopType,"edfxtp_1",
routing,vias,5370,
min_path,min_path_type,"flip-flop to flip-flop",
cts,cts_tree,"done",
job,warnings,28,
routing,dr.pass1.iters,6,
final_layout,final_cell_mix,"192 x edfxtp_1, 183 x and2_1, 45 x mux4_2",
worst_setup_path,startpoint_type,"flip-flop",
worst_setup_path,crit_required,2880,ps
synth,yosys_cells,687,
floorplanning,rows,57,
synth,topCellsByArea,"edfxtp_1 58%, and2_1 11%, mux4_2 9.0%",
worst_setup_path,critical_path.max_fanout,3,
synth,ys.flops,217,
place,io_buffers,19,
synth,synth-async-reset-ratio,0,%
final_timing,final.setup.tns,0,ps
floorplanning,core_area,0.0244,sq mm
floorplanning,io_pins,20,
routing,finalWirelength,22700,um
grt,grt_pass1_vias,5671,
worst_setup_path,endpoint_kind,"output pin",
grt,grt_first_pass_wirelength,34700,um
cts,h-tree-depth,1,
grt,grt_start_max_net_pins,52,
routing,n_antenna_cell,0,
final_layout,regMostFlops,"ivn_reg.registers",
final_timing,finalMaxSlewViolations,0,
cts,clkTransAtPathRegs,60,ps
final_timing,unclocked_regs,7,
place,dpl_cell_area,0.0104,sq mm
power,powerDensity,466,mW/mm^2
final_timing,fin_skew,20.9,ps
final_layout,largest_register_ffs,192,
power,p_leak,4.06,nW
floorplanning,chipHeight,160,um
synth,synth_area_per_cell,14.5,sq um
synth,yosys_warnings,4,
synth,top_area_share,57.7,%
synth,yosys_area,0.00999,sq mm
run_status,status,"completed",
worst_setup_path,cpPeakStageDelay,540,ps
final_timing,finalSetupViolCount,0,
synth,yosys-mux-area-fraction,14.5,%
final_timing,timing.final.ws_setup,86.7,ps
cts,cts_buffers,23,
final_timing,hold_viol,0,
cts,root_buffer,"clkbuf_16",
final_layout,design_area,0.0111,sq mm
synth,synth_area,0.00999,sq mm
routing,vias_per_cell,5.21,
synth,ys_sh_simple,15.4,%
place,dp_hpwl,14000,um
[worst max-delay path, delay by kind of cell (launching register included)]
| kind | cells | cell delay, ps |
|---|---|---|
| compound gates | 4 | 920 |
| buf+inv | 1 | 460 |
| flops | 1 | 350 |
| mux | 1 | 540 |
[cell usage after synthesis, types with 2 or more instances]
master and count:
a211oi_1 3, and2_1 183, and3_1 2, buf_1 2
buf_2 10, buf_4 14, buf_6 2, clkbuf_1 43
dfxtp_1 18, dlxtn_1 7, edfxtp_1 192, ha_1 3
inv_1 5, mux2_2 7, mux2i_1 24, mux2i_4 2
mux4_1 7, mux4_2 40, nand2_1 6, nand3b_1 3
nor2_1 30, nor2b_1 3, nor3_1 19, nor4_1 4
o21ai_0 14, o221a_1 2, o221ai_1 2, o22ai_1 4
or2_2 5, or3b_1 3, xnor2_1 5, xor2_1 9
[through the flow]
step | utilization (%) | cells | total power [mW]
after detailed placement | 42.8 | 988 | 3.09
after CTS | 45.6 | 1029 | 5.23
after global routing | 45.7 | 1030 | 5.35
after global placement | 42.8 | 988 | 3.08
after floorplan | - | 687 | 2.98
final | 45.7 | 1030 | 5.20
[logic make-up after synthesis]
group	count (synthesis)
AND/OR/NAND/NOR	262
flip-flops	210
multiplexers	80
buffers and inverters	78
AND-OR/OR-AND	33
XOR/XNOR	14
latches	7
adder cells (fa/ha/maj)	3
[cell type report]
class,count,area (sq um)
multi-input combinational,392,3370
timing repair buffer,50,428
inverter,6,22.5
clock inverter,10,71.3
sequential,217,6240
clock buffer,31,606
fill,2091,13300
tap,324,405
[timing repair]
| action | 4_1_cts | 5_1_grt |
|---|---|---|
| pin swaps | 0 | 2 |
| setup endpoints to repair | 3 | 4 |
| buffers inserted | 0 | 1 |
| resized | 5 | 5 |
| hold buffers | 0 | 0 |
| gates cloned | 0 | 0 |
[final timing paths]
| check | cells past startpoint | slack (ps) | startpoint | end |
|---|---|---|---|---|
| max | 6 | 90 | ivn_reg.registers[15][0] | s_vn_valid[0] |
| min | 2 | 630 | current_lane[3] | current_lane[3] |
| max reg2reg | 5 | 1720 | ivn_reg.registers[15][4] | shared_logic.pe4.s_reg |
| min reg2reg | 2 | 630 | current_lane[3] | current_lane[3] |
[routing by layer]
layer	routed length [um]	global-route usage (%)
met1	8700	28.2
met4	413	3.07
met2	10600	29.0
met3	3050	10.7
met5	0	0
[where the power goes]
group	internal, mW	switching, mW	leakage (nW)
registers	2.74	0.0390	2.19
clock network	1.24	0.911	0.329
logic	0.109	0.154	1.54
Power figures rest on the tool's default switching activity, not on a simulated workload.
